`flow/config.mk`:
```
export PLATFORM = sky130hd
export DESIGN_NAME = adder_8bit
export DESIGN_NICKNAME = adder_8bit
export VERILOG_FILES = /design/flow/design.v
export SDC_FILE = /design/flow/constraint.sdc
export NUM_CORES = 4
export LEC_CHECK = 1
export CORE_AREA = 10 10 70 70
export DIE_AREA = 0 0 80 80
```
`flow/constraint.sdc`:
```
current_design adder_8bit

set clk_period 8.4
set clk_io_pct 0.2

create_clock -name clk0 -period $clk_period

set non_clock_inputs [all_inputs -no_clocks]
set_input_delay [expr $clk_period * $clk_io_pct] -clock clk0 $non_clock_inputs
set_output_delay [expr $clk_period * $clk_io_pct] -clock clk0 [all_outputs]
```
`flow/design.v`:
```
module adder_8bit
(
    input[7:0] a, b,
    output[7:0] out
);
    wire[8:0] full_out;
    assign full_out = a + b;
    assign out = full_out[8:1];
endmodule
```
`flow/run.sh`:
```
#!/bin/bash
# OpenROAD 26Q1-2900-gdf79404cd8, Yosys 0.63+post, stock flow scripts
make -C /OpenROAD-flow-scripts/flow DESIGN_CONFIG=/design/flow/config.mk WORK_HOME=/design/flow/orfs finish
```
==> flow_metrics.rpt <==
==== FLOW RESULTS ====
----------------------------------------------------
[Timing]
  Final setup violation count ........................ 0
  Final worst path period need ........................ 5.47 ns
  Final number of hold-violating endpoints ........................ 0
  Slew headroom ........................ between 70% and 80%
  Unrepaired setup endpoints after global routing ........................ no
  Peak clock frequency supported by timing ........................ around 0.18 GHz
  Setup_tns ........................ 0 ns
  Minimum setup slack in the final design ........................ 2.93 ns
  Share of the clock period used by the worst path ........................ around 65%
  Transition time at the pin with the least slew margin ........................ 0.351 ns
  Slew Limit Fails ........................ 0

[Routing]
  Detailed-route wire length ........................ 1070 µm
  Average detailed-routed wire length per instance ........................ 9.54 µm
  Pre-Repair DR Iteration Count ........................ 2
  Vias after detailed routing ........................ 393
  Residual DRC count ........................ 0
  Drt via density ........................ 3.51
  Number of nets with antenna violations after routing ........................ 0
  N_diodes ........................ 0
  DRC violation total after the first TritonRoute iteration ........................ 15

[Cells and area]
  Clkbuf count ........................ 0
  Layout sequential cell count ........................ 0
  Fraction of final layout cells sized beyond drive strength 1 ........................ 1.52%
  Number of inserted filler cells in the final layout ........................ 397
  Area growth syn-to-layout ........................ 93.3%
  Seq. cell area ........................ 0 µm²

[Worst setup path]
  Worst setup SP type ........................ input port
  Highest net fanout along the worst path ........................ 2
  Worst setup EP type ........................ primary output
  Critical path data arrival time ........................ about 3.8 ns
  Kind of cell adding the most delay to the critical path ........................ buffers and inverters
  Required @ worst endpoint ........................ around 6.7 ns
  Slowest stage cell on the critical path ........................ sky130_fd_sc_hd__clkdlybuf4s50_1
  Delay of the slowest cell on the worst path ........................ between 0.4 and 0.5 ns
  Cell breakdown of the critical path ........................ clkdlybuf4s50_1 > and2_1 > fa_1 > a21oi_1 > nor2_1 > nor2_1 > xnor2_1 > clkdlybuf4s50_1
  Critical path buffer and inverter count ........................ 2
  CP Class ........................ input port to primary output

[Synthesis]
  Count of instantiated cells in the yosys netlist ........................ approximately 42
  Average footprint of a synthesized cell ........................ approximately 7.6 µm²
  Dominant cell area share ........................ 27.5%
  Tally of yosys warning messages ........................ 0
  Part of the Yosys area used for sequential elements ........................ 0%
  Unique masters post-synth ........................ 22
  Cell taking the most area after synthesis ........................ sky130_fd_sc_hd__ha_1
  Synthesized netlist cell count ........................ approximately 42
  Area figure in the yosys stat output ........................ around 320 µm²
  Post-synthesis cell area ........................ 319 µm²
  Top cells by area, synth ........................ sky130_fd_sc_hd__ha_1, sky130_fd_sc_hd__a21oi_1, sky130_fd_sc_hd__a311o_1

[Floorplan]
  Die width ........................ 80 µm
  Chip area ........................ 0.00640 mm²
  Floorplan utilization ........................ under 10%
  Number of top-level design ports ........................ 24
  Area of the core ........................ 0.00342 mm²
  Row cnt ........................ 21
  Y dimension of the die ........................ ~80 µm

[Global route]
  Wire length of the first global-routing pass ........................ ~1700 µm
  Antenna violations before repair ........................ 0
  Pin count of the biggest net entering global routing ........................ 7
  Global-route usage over all layers ........................ 3.15%
  Vias in the first global route ........................ 394
  GRT overflow ........................ 0

[Placed design]
  Input/output buffers ........................ 24
  Final HPWL from detailed placement ........................ 969 µm
  Pre-CTS WS ........................ 2.96 ns
  RD Place Congestion ........................ 0.805

[Pwr]
  Static Leakage ........................ 0.246 nW
  Pwr/cell area ........................ 70.8 mW/mm²
  Max VDD drop ........................ 0.0333 mV

[Job]
  Number of warnings the tools reported ........................ 32
  Max-cap violations ........................ 0

[Clock tree]
  Number of buffers added to fix hold violations after cts ........................ 0
  Post-cts sizing count ........................ 0
  Post-CTS setup repair buffer count ........................ 0

[Outcome]
  Outcome ........................ finished, final reports clean

[Min path]
  Worst hold path type ........................ input port to primary output

----------------------------------------------------
-- cells by family after synthesis --
group                      count (synthesis)  synth area share, %
muxes                                      1                 3.14
buffers and inverters                      3                 3.53
adders and majority gates                  8                 33.7
xor gates and xnor gates                   4                 11.0
AOI/OAI and AO/OA                         13                 28.2
and+or+nand+nor                           13                 20.4
-- layout by cell type, fill, tap and decap left out --
cell,synthesis,final
sky130_fd_sc_hd__clkdlybuf4s50_1,0,24
sky130_fd_sc_hd__ha_1,7,7
sky130_fd_sc_hd__a21oi_1,5,5
sky130_fd_sc_hd__nand2_1,3,3
sky130_fd_sc_hd__a21o_1,2,2
sky130_fd_sc_hd__nor2_1,2,2
sky130_fd_sc_hd__inv_1,2,2
sky130_fd_sc_hd__nor2b_1,2,2
sky130_fd_sc_hd__nor3_1,2,2
sky130_fd_sc_hd__xnor2_1,2,2
sky130_fd_sc_hd__a311o_1,2,2
sky130_fd_sc_hd__xor2_1,2,2
sky130_fd_sc_hd__and2_1,1,1
sky130_fd_sc_hd__nand3_1,1,1
sky130_fd_sc_hd__o21ai_0,1,1
sky130_fd_sc_hd__a2111oi_0,1,1
sky130_fd_sc_hd__nand4_1,1,1
sky130_fd_sc_hd__mux2i_1,1,1
sky130_fd_sc_hd__a221oi_1,1,1
sky130_fd_sc_hd__inv_2,1,1
sky130_fd_sc_hd__nor4_1,1,1
sky130_fd_sc_hd__o21bai_1,1,1
sky130_fd_sc_hd__fa_1,1,1
-- Yosys cell counts --
library cell and n:
sky130_fd_sc_hd__a21o_1 2, sky130_fd_sc_hd__inv_2 1, sky130_fd_sc_hd__mux2i_1 1, sky130_fd_sc_hd__o21bai_1 1, sky130_fd_sc_hd__a21oi_1 5, sky130_fd_sc_hd__nor2b_1 2
sky130_fd_sc_hd__o21ai_0 1, sky130_fd_sc_hd__nand4_1 1, sky130_fd_sc_hd__ha_1 7, sky130_fd_sc_hd__and2_1 1, sky130_fd_sc_hd__a221oi_1 1, sky130_fd_sc_hd__nor4_1 1
sky130_fd_sc_hd__nor3_1 2, sky130_fd_sc_hd__inv_1 2, sky130_fd_sc_hd__a2111oi_0 1, sky130_fd_sc_hd__fa_1 1, sky130_fd_sc_hd__nand3_1 1, sky130_fd_sc_hd__nor2_1 2
sky130_fd_sc_hd__a311o_1 2, sky130_fd_sc_hd__nand2_1 3, sky130_fd_sc_hd__xnor2_1 2, sky130_fd_sc_hd__xor2_1 2
-- stage by stage --
step           instance area (µm²)  utilization, %  cells  hold WS [ns]  power, mW
6_report                       617            18.1    112          4.50     0.0437
3_5_place_dp                   617            18.1    112          4.50     0.0437
2_1_floorplan                  319               -     42          3.47     0.0176
3_3_place_gp                   617            18.1    112          4.50     0.0432
5_1_grt                        617            18.1    112          4.55     0.0489
4_1_cts                        617            18.1    112          4.51     0.0441
-- final cells by class --
type / instances / area, µm² / area share, %
Multi-Input combinational cell: 39 / 308 / 49.9
Inverter: 3 / 11.3 / 1.83
Timing Repair Buffer: 24 / 240 / 38.9
Tap cell: 46 / 57.6 / 9.33
-- power by group --
part | leakage (nW) | switching (mW) | internal [mW] | total [mW]
Clock | 0 | 0 | 0 | 0
Combinational | 0.246 | 0.0155 | 0.0281 | 0.0437
Sequential | 0 | 0 | 0 | 0
-- path summary, 6_finish.rpt --
| path | depth (start not counted) | endpoint | startpoint | slack, ns |
|---|---|---|---|---|
| max | 8 | out[5] | a[0] | 2.93 |
| min | 3 | out[0] | b[1] | 4.50 |
-- per-layer routing --
metal | GRT usage, % | up-vias | routed length, µm
met4 | 0 | 0 | 0
met5 | 0 | - | 0
met3 | 1.48 | 0 | 150
li1 | - | 209 | -
met1 | 4.57 | 167 | 557
met2 | 4.33 | 17 | 360
Power and IR drop assume default switching activity.
