## flow/run.sh

```bash
#!/bin/bash
# OpenROAD 26Q1-2900-gdf79404cd8, Yosys 0.63+post, stock flow scripts
make -C /OpenROAD-flow-scripts/flow DESIGN_CONFIG=/design/flow/config.mk WORK_HOME=/design/flow/orfs finish
```

## flow/config.mk

```make
export PLATFORM = sky130hd
export DESIGN_NAME = reg_8bit
export DESIGN_NICKNAME = reg_8bit
export VERILOG_FILES = /design/flow/design.v
export SDC_FILE = /design/flow/constraint.sdc
export NUM_CORES = 4
export LEC_CHECK = 1
export CORE_AREA = 10 10 70 70
export DIE_AREA = 0 0 80 80
```

## flow/constraint.sdc

```tcl
current_design reg_8bit

set clk_period 1.1
set clk_io_pct 0.2

create_clock -name clk0 -period $clk_period [get_ports {clk}]

set non_clock_inputs [all_inputs -no_clocks]
set_input_delay [expr $clk_period * $clk_io_pct] -clock clk0 $non_clock_inputs
set_output_delay [expr $clk_period * $clk_io_pct] -clock clk0 [all_outputs]
```

## flow/design.v

```verilog
module reg_8bit
(
    input clk,
    input rst,
    input ld,
    input[7:0] in,
    output reg[7:0] out
);
    always@ (posedge clk or posedge rst)
        begin
            if(rst)
	     	    out = 0;
            else if(ld)
                out = in;
            else
                out = out;
        end
endmodule
```

==> out/metrics.csv <==
metric;value;unit
run_status;finished, final reports clean;
total_tool_warning_count;25;
timing.slew.headroom;80.07;%
routed-via-count;234;
worst_slew_pin_slew;298.5;ps
share_of_the_synthesized_area_in_the_top_cell_type;59.70;%
post-route-drc-count;0;
cp-start-kind;flop;
timing.final.hold_violations;0;
worst_path_cell_trace;dlygate4sd2_1;
power.internal;588.3;uW
netlist_top_cells_area;sky130_fd_sc_hd__dfrtp_1 (60%), sky130_fd_sc_hd__mux2_4 (36%), sky130_fd_sc_hd__buf_6 (3.4%);
antenna_violations_before_repair;0;
layout.filler_cells;378;
rd_place_congestion;0.7081;
ir_drop;0.2650;mV
clock_latency;240;ps
cts-buffers-inserted;3;
io-pin-count;19;
synth.ff_latch_count;8;
leakage;0.0002930;uW
required;880;ps
fmax;941.9;MHz
regToRegSetupSlack;110;ps
critical_path.n_buffers_inverters;1;
fin_crit;1062;ps
synth_area;335.3;um^2
synth-area-yosys;335.3;um^2
max-clock-path-buffers;2;
critical_path_s_largest_stage_delay;360;ps
cts_hold_buf;0;
grt_pass1_wl;1.345;mm
fin_setup_tns;0;ps
worst-r2r-cell-count;3;
path_class;flop to primary output;
p_sw_share;19.63;%
wl_per_cell;10.07;um
worst_path_max_delay_cell;sky130_fd_sc_hd__dfrtp_1;
yosysUniqueCellTypes;4;
post_synth_inst_count;18;
die_width;80;um
syn-mean-instance-area;18.63;um^2
syn2layout_area_growth;93.28;%
clk_pin_slew_worst_paths;50;ps
rsz0062_at_grt;false;
fin_worst_skew;0;ps
largest_register_ffs;8;
p_seq_share;46.5;%
cts.root.buffer_cell;sky130_fd_sc_hd__clkbuf_4;
clock_tree.htree_level_count;1;
timing.critical_path.depth;1;
critPathCaptureType;primary output;
critPathTopFamily;flip-flops;
placed_cell_area;581.8;um^2
gr_overflow_total;0;
cts_tree;built;
cp_max_fo;2;
min_period_over_period;96.52;%
effective_utilization_at_floorplan;9.817;%
layout-drive-gt1-share;40.00;%
layout.area.comb;120.1;um^2
floorplan.core_area;3416;um^2
post_drt_via_cell_ratio;2.571;
die_area;6400;um^2
yosys_cells;18;
post-synth-top-area-cell;sky130_fd_sc_hd__dfrtp_1;
violation_count_after_the_first_detailed_route_iteration;4;
die_y;80;um
antenna-diode-count;0;
max_cap_violations;0;
clock_power_share;29.3;%
r2r-start;out[1];
tritoncts_num_sinks;8;
pd_cells;1129;nW/um^2
detail_route_antenna_nets;0;
port_buffers;18;
finalCoreUtilization;18.97;%
power_switching;143.7;uW
synth-seq-area-share;59.70;%
holdCritPathClass;input port to asynchronous set/reset pin;
regArea;200.2;um^2
yosysWarnings;1;
row_count;21;
setup_viol;0;
power.combinational.fraction;24.2;%
stdcell_area;648.1;um^2
critical_path_at;840;ps
grt_start_max_net_pins;9;
routed_wl;916;um
gr-usage-all-layers;2.793;%
grt_pass1_vias;261;
holdWs;219.4;ps
drt_pass1_iterations;2;
critical_path.reg2reg.endpoint;out[1];
timing.final.max_slew_violations;0;
==> through the flow <==
step	setup WS, ps	total power, uW	instances
6_report	38.30	732.0	91
5_1_grt	6.606	771.4	91
4_1_cts	14.67	732.8	89
3_5_place_dp	-197.3	509.2	82
3_3_place_gp	-188.3	506.8	82
2_1_floorplan	337.9	396.8	18
==> routing by layer <==
metal	global-route usage [%]	vias up	wire length [um]
met5	0	-	0
met4	1.585	0	34
met3	0.9091	2	67
met2	4.494	11	471
met1	3.171	107	343
li1	-	114	-
==> kinds of logic (layout without fill, tap and decap cells) <==
logic type             Yosys count  count (layout)  synth area share, %
buffers and inverters            2              29                4.476
DFF                              8               8                59.70
muxes                            8               8                35.82
==> synth_stat cells <==
cell and number:
sky130_fd_sc_hd__mux2_4 8, sky130_fd_sc_hd__inv_1 1, sky130_fd_sc_hd__dfrtp_1 8, sky130_fd_sc_hd__buf_6 1
==> area by class of cell <==
cell class,instances,area share [%]
Timing Repair Buffer,25,37.64
Sequential cell,8,30.89
Multi-Input combinational cell,8,18.53
Tap cell,46,8.880
Clock buffer,3,3.475
Inverter,1,0.5792
==> power by group through the flow <==
stage | Clock, uW | Combinational (uW) | Sequential [uW]
after global routing | 235 | 192 | 345
after CTS | 224 | 169 | 340
final | 214 | 177 | 340
==> how the worst max path moves through the flow <==
stage | start | endpoint
finish | out[2] | out[2]
CTS | out[1] | out[1]
global route | out[2] | out[2]
==> placed cells by master, fill, tap and decap left out <==
master                            synthesis  layout
sky130_fd_sc_hd__dfrtp_1                  8       8
sky130_fd_sc_hd__inv_1                    1       1
sky130_fd_sc_hd__buf_12                   0       1
sky130_fd_sc_hd__clkdlybuf4s15_1          0       7
sky130_fd_sc_hd__mux2_4                   8       8
sky130_fd_sc_hd__dlygate4sd2_1            0       1
sky130_fd_sc_hd__clkdlybuf4s50_1          0      10
sky130_fd_sc_hd__clkbuf_4                 0       3
sky130_fd_sc_hd__buf_4                    0       6
==> timing repair <==
action,CTS,global route
setup endpoints to repair,8,4
gates resized,12,3
setup buffers,4,2
Power and IR drop assume default switching activity.
