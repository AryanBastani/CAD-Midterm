**design/flow/run.sh**
```bash
#!/bin/bash
# OpenROAD 26Q1-2900-gdf79404cd8, Yosys 0.63+post, stock flow scripts
make -C /OpenROAD-flow-scripts/flow DESIGN_CONFIG=/design/flow/config.mk WORK_HOME=/design/flow/orfs finish
```
**design/flow/config.mk**
```make
export PLATFORM = sky130hd
export DESIGN_NAME = circuit
export DESIGN_NICKNAME = circuit
export VERILOG_FILES = /design/flow/design.v
export SDC_FILE = /design/flow/constraint.sdc
export NUM_CORES = 4
export LEC_CHECK = 1
export CORE_UTILIZATION = 50
```
**design/flow/constraint.sdc**
```tcl
current_design circuit

set clk_period 2.7
set clk_io_pct 0.2

create_clock -name clk0 -period $clk_period [get_ports {clk}]

set non_clock_inputs [all_inputs -no_clocks]
set_input_delay [expr $clk_period * $clk_io_pct] -clock clk0 $non_clock_inputs
set_output_delay [expr $clk_period * $clk_io_pct] -clock clk0 [all_outputs]
```
**design/flow/design.v**
```verilog
module adder_12bit
(
    input[11:0] a, b,
    output[11:0] out
);
    wire[12:0] full_out;
    assign full_out = a + b;
    assign out = full_out[11:0];
endmodule
module adder_7bit
(
    input[6:0] a, b,
    output[6:0] out
);
    assign out = a+ b;
endmodule
module buffer_1_4
(
    input clk,
    input rst,
    input ld,
    input[1:0] col,
    input[7:0] data_in,
    output[31:0] data_out
);
    reg[7:0] buffer[0:3];
    integer i, j;
    always@ (posedge clk or posedge rst)
    begin
        if(rst)
        begin
            for(i = 0; i < 4; i = i + 1)
            begin
                buffer[i] = 8'b0;
            end
        end
        else if(ld)
            buffer[col] = data_in;
    end
    assign data_out = {buffer[0], buffer[1],
        buffer[2], buffer[3]};
endmodule
module buffer_4_16
(
    input clk,
    input rst,
    input shift_en,
    input ld,
    input[1:0] row,
    input[1:0] col,
    input[3:0] table_index,
    input[31:0] data_in,
    output reg[127:0] data_out
);
    reg[7:0] buffer[0:3][0:15];
    integer i, j;
    always@ (posedge clk or posedge rst)
    begin
        if(rst)
        begin
            for(i = 0; i < 4; i = i + 1)
            begin
                for(j = 0; j < 16; j = j + 1)
                begin
                    buffer[i][j] = 8'b0;
                end
            end
        end
        else if(ld)
        begin
            buffer[row][{col[1:0], 2'b00}] = data_in[31:24];
            buffer[row][{col[1:0], 2'b00} + 1] = data_in[23:16];
            buffer[row][{col[1:0], 2'b00} + 2] = data_in[15:8];
            buffer[row][{col[1:0], 2'b00} + 3] = data_in[7:0];
        end
        else if(shift_en)
        begin
            for(j = 0; j < 16; j = j + 1)
            begin
                for(i = 0; i < 3; i = i + 1)
                begin
                    buffer[i][j] = buffer[i + 1][j];
                end
            end
        end
    end
    assign data_out = {buffer[0][table_index - 3], buffer[0][table_index - 2],
        buffer[0][table_index - 1], buffer[0][table_index],
        buffer[1][table_index - 3], buffer[1][table_index - 2],
        buffer[1][table_index - 1], buffer[1][table_index],
        buffer[2][table_index - 3], buffer[2][table_index - 2],
        buffer[2][table_index - 1], buffer[2][table_index],
        buffer[3][table_index - 3], buffer[3][table_index - 2],
        buffer[3][table_index - 1], buffer[3][table_index]};
endmodule
module circuit
(
    input clk, rst,
    input[6:0] x, y, z,
    input[31:0] mem_out,
    output[6:0] mem_index,
    output[31:0] mem_in,
    output mem_wr,
    output done
);
    wire x_sel, y_sel, z_sel, filt_ld, 
        filt_count_en, filt_cout, input_count_en,
        input_en, input_j_cout, x_en, y_en,
        z_en, tab_count_ld, table_ld, calc_done,
        count_13_en, mac_ld, filt_row_sel,
        calc_count_en, wr_count_en, write_buf_ld, shift_en,
        write_mem_cout, table_cout, mac_rst, wr_data_sel,
        in_count_en, in_count_ld, it_ends;
    wire[1:0] mem_in_sel, input_i_sel;
    datapath my_datapath(x, y, z ,clk, rst, x_sel,
        y_sel, z_sel, x_en, y_en, z_en, filt_ld,
        tab_count_ld, table_ld, filt_count_en,
        filt_row_sel, input_count_en, input_en,
        count_13_en, mac_ld, calc_count_en, wr_count_en,
        write_buf_ld, mac_rst, wr_data_sel, shift_en,
        in_count_en, in_count_ld,
        input_i_sel, mem_in_sel, mem_out, mem_index,
        mem_in, filt_cout, input_j_cout, calc_done,
        write_mem_cout, it_ends, table_cout);
    controller my_controller(clk, rst, filt_cout, 
        input_j_cout, calc_done, write_mem_cout, table_cout,
        it_ends, x_sel, y_sel, z_sel, filt_ld, filt_count_en,
        filt_row_sel, tab_count_ld, table_ld, input_count_en,
        input_en, mac_ld, count_13_en, calc_count_en,
        wr_count_en, write_buf_ld, input_i_sel, x_en, y_en,
        z_en, mem_in_sel, mem_wr, mac_rst, wr_data_sel, shift_en,
        in_count_en, in_count_ld, done);
endmodule
module controller
(
    input clk,
    input rst,
    input filt_cout,
    input input_j_cout,
    input calc_done,
    input write_mem_cout,
    input table_cout,
    input it_ends,
    output reg x_sel, y_sel, z_sel,
    output reg filt_ld,
    output reg filt_count_en,
    output reg filt_row_sel,
    output reg tab_count_ld,
    output reg table_ld,
    output reg input_count_en,
    output reg input_en,
    output reg mac_ld,
    output reg count_13_en,
    output reg calc_count_en,
    output reg wr_count_en,
    output reg write_buf_ld,
    output reg[1:0] input_i_sel,
    output reg x_en, y_en, z_en,
    output reg[1:0] mem_in_sel,
    output reg mem_wr,
    output reg mac_rst,
    output reg wr_data_sel,
    output reg shift_en,
    output reg in_count_en,
    output reg in_count_ld,
    output reg done
);
    parameter [4:0]
        state0 = 5'b00000,
        state1 = 5'b00001,
        state2 = 5'b00010,
        state3 = 5'b00011,
        state4 = 5'b00100,
        state5 = 5'b00101,
        state6 = 5'b00110,
        state7 = 5'b00111,
	    state8 = 5'b01000,
        state9 = 5'b01001,
        state10 = 5'b01010,
        state11 = 5'b01011,
        state12 = 5'b01100,
        state13 = 5'b01101,
        state14 = 5'b01110,
        state15 = 5'b01111,
        state16 = 5'b10000,
        state17 = 5'b10001;
    reg [4:0] ps = state0;
    reg [4:0] ns;
    always@(ps or filt_cout or input_j_cout or
        calc_done or write_mem_cout or
        table_cout or it_ends)
    begin
        ns = state0;
        case (ps)
            state0: ns = state1;
            state1: ns = filt_cout? state2 : state1;
            state2: ns = input_j_cout? state3 : state2;
	        state3: ns = input_j_cout? state4 : state3;
            state4: ns = input_j_cout? state5 : state4;
            state5: ns = input_j_cout? state6 : state5;
            state6: ns = state7;
            state7: ns = state8;
	        state8: ns = calc_done ? state9 : state8;
            state9: ns = write_mem_cout ? state12 :
                it_ends ? state16 : state10;
            state10: ns = table_cout ? state15
                : state11;
            state11: ns = state7;
            state12: ns = it_ends ? state16 : state13;
            state13: ns = it_ends ? state17 : state14;
            state14: ns = table_cout ? state15 : state11;
            state15: ns = state5;
            state16: ns = state13;
            state17: ns = state17;
        endcase
    end
    always @(ps) 
    begin
        {x_sel, y_sel, z_sel, x_en, y_en, z_en,
        mem_in_sel, filt_ld, filt_count_en, input_en,
        input_count_en, tab_count_ld, table_ld, calc_count_en,
        input_i_sel, mac_ld, count_13_en,
        wr_count_en, write_buf_ld, mac_rst, in_count_en,
        in_count_ld, mem_wr, shift_en} = 26'b0;
        case (ps)
            state0: {x_sel, y_sel, z_sel, x_en,
                y_en, z_en, filt_row_sel,
                in_count_ld} = 8'b1_1_1_1_1_1_0_1;
            state1: {mem_in_sel, filt_ld,
                filt_count_en, y_sel, y_en} = 6'b01_1_1_0_1;
            state2: {mem_in_sel, input_en, input_i_sel,
                input_count_en, x_sel, x_en} = 8'b00_1_00_1_0_1;
            state3: {mem_in_sel, input_en, input_i_sel,
                input_count_en, x_sel, x_en} = 8'b00_1_01_1_0_1;
            state4: {mem_in_sel, input_en, input_i_sel,
                input_count_en, x_sel, x_en} = 8'b00_1_10_1_0_1;
            state5: {mem_in_sel, input_en, input_i_sel,
                input_count_en, x_sel, x_en} = 8'b00_1_11_1_0_1;
            state6: {tab_count_ld, wr_data_sel} = 2'b1_0;
            state7: {table_ld, filt_row_sel, z_sel, mac_rst} = 4'b1_1_0_1;
	        state8: {mac_ld, calc_count_en} = 2'b11;
            state9: write_buf_ld = 1'b1;
            state10: wr_count_en = 1'b1;
            state11: count_13_en = 1'b1;
            state12: wr_count_en = 1'b1;
            state13: {mem_in_sel, mem_wr} = 3'b10_1;
            state14: z_en = 1'b1;
            state15: {in_count_en, input_i_sel,
                table_ld, shift_en} = 5'b1_11_1_1;
            state16: wr_data_sel = 1'b1;
            state17: done = 1'b1;
        endcase
    end
    always @(posedge clk, posedge rst)
    begin
        if(rst)
            ps <= state0;
        else
            ps <= ns;
    end
endmodule
module counter_2bit
(
    input clk,
    input rst,
    input en,
    output reg[1:0] data_out,
    output cout
);
    always@ (posedge clk or posedge rst)
    begin
        if(rst)
            data_out = 0;
        else if(en)
            data_out = data_out + 1;
        else
            data_out = data_out;
    end
    assign cout = &data_out;
endmodule
module counter_4bit
(
    input clk,
    input rst,
    input en,
    input ld,
    input[3:0] data_in,
    output reg[3:0] data_out,
    output cout
);
    always@ (posedge clk or posedge rst)
    begin
        if(rst)
            data_out = 4'b0;
        else if(ld)
            data_out = data_in;
        else if(en)
            data_out = data_out + 1;
        else
            data_out = data_out;
    end
    assign cout = &data_out;
endmodule
module datapath
(
    input[6:0] x, y, z,
    input clk, rst,
    input x_sel, y_sel, z_sel,
    input x_en, y_en, z_en,
    input filt_ld,
    input tab_count_ld,
    input table_ld,
    input filt_count_en,
    input filt_row_sel,
    input input_count_en, 
    input input_en,
    input count_13_en,
    input mac_ld,
    input calc_count_en,
    input wr_count_en,
    input write_buf_ld,
    input mac_rst,
    input wr_data_sel,
    input shift_en,
    input in_count_en,
    input in_count_ld,
    input[1:0] input_i_sel,
    input[1:0] mem_in_sel,
    input[31:0] mem_out,
    output[6:0] mem_index,
    output[31:0] mem_in,
    output filt_cout,
    output input_j_cout,
    output calc_done,
    output write_mem_cout,
    output it_ends,
    output table_cout
);
    wire[6:0] x_pc_out, y_pc_out, z_pc_out;
    wire[7:0] out_filter, out_table, mac_out;
    wire[11:0] full_mac_out;
    wire[1:0] filt_count_out, out_input_j,
        table_row, table_col,
        filt_row, wr_buff_col;
    wire[31:0] mem_in0, mem_in1;
    wire[127:0] input_out;
    wire[3:0] table_index, in_count_out;
    wire in_cout;
    pc x_pc(clk, rst, x_en, x, x_sel, x_pc_out);
    pc y_pc(clk, rst, y_en, y, y_sel, y_pc_out);
    pc z_pc(clk, rst, z_en, z, z_sel, z_pc_out);
    mux_7bit_3_1 mem_in_mux(x_pc_out, y_pc_out,
        z_pc_out, mem_in_sel, mem_index);
    counter_2bit filt_counter(clk, rst, filt_count_en,
        filt_count_out, filt_cout);
    mux_2bit_2_1 filt_row_mux(filt_count_out, table_row,
        filt_row_sel, filt_row);
    filter_buffer filt_buff(clk, rst, filt_ld,
        filt_row, table_col, mem_out, out_filter);
    counter_2bit input_count_j(clk, rst, input_count_en,
        out_input_j, input_j_cout);
    buffer_4_16 input_buffer(clk, rst, shift_en, input_en,
        input_i_sel, out_input_j, table_index, mem_out, input_out);
    counter_4bit input_counter(clk, rst, in_count_en,
    in_count_ld, 4'b0011, in_count_out, in_cout); 
    counter_4bit table_counter(clk, rst, count_13_en,
        tab_count_ld, 4'b0011, table_index, table_cout);
    table_buffer input_table(clk, rst, table_ld, table_row,
        table_col, input_out, out_table);
    counter_2bit table_j_counter(clk, rst, calc_count_en,
        table_col, table_j_cout);
    counter_2bit table_i_counter(clk, rst, table_j_cout,
        table_row, table_i_cout);
    mac my_mac(clk, mac_rst, out_filter, out_table,
        mac_ld, full_mac_out);
    assign calc_done = (table_i_cout & table_j_cout);
    counter_2bit write_mem_counter(clk, rst, wr_count_en,
        wr_buff_col, write_mem_cout);
    assign mac_out = full_mac_out[11:4];
    buffer_1_4 write_buffer(clk, rst, write_buf_ld,
        wr_buff_col, mac_out, mem_in0);
    assign mem_in1 = {mem_in0[31:24], 24'b0};
    mux_32bit_2_1 wr_data_mux(mem_in0, mem_in1,
        wr_data_sel, mem_in);
    assign it_ends = table_cout & in_cout;
endmodule
module filter_buffer
(
    input clk,
    input rst,
    input ld,
    input[1:0] row,
    input[1:0] col,
    input[31:0] data_in,
    output[7:0] data_out
);
    reg[7:0] buffer[0:3][0:3];
    integer i, j;
    always@ (posedge clk or posedge rst)
    begin
        if(rst)
        begin
            for(i = 0; i < 4; i = i + 1)
            begin
                for(j = 0; j < 4; j = j + 1)
                begin
                    buffer[i][j] = 8'b0;
                end
            end
        end
        else if(ld)
        begin
            buffer[row][0] = data_in[31:24];
            buffer[row][1] = data_in[23:16];
            buffer[row][2] = data_in[15:8];
            buffer[row][3] = data_in[7:0];
        end
    end
    assign data_out = buffer[row][col];
endmodule
module mac
(
    input clk, rst,
    input[7:0] i0, i1,
    input ld,
    output[11:0] out_data
);
    wire[7:0] mult_out;
    wire[11:0] add_out, reg_out;
    multiplier_8bit multiplier(i0, i1, mult_out);
    adder_12bit adder(reg_out, {4'b0, mult_out}, add_out);
    reg_12bit my_reg(clk, rst, ld, add_out, reg_out);
    assign out_data = reg_out;
endmodule
module multiplier_8bit
(
    input[7:0] a, b,
    output[7:0] out
);
    wire[15:0] full_out;
    assign full_out = a * b;
    assign out = full_out[15:8];
endmodule
module mux_2bit_2_1
(
    input[1:0] i0, i1,
    input sel, 
    output [1:0]y
);
	assign y = sel ? i1 : i0;
endmodule
module mux_32bit_2_1
(
    input[31:0] i0,
    input[31:0] i1,
    input sel, 
    output[31:0] y
);
	assign y = sel ? i1 : i0;
endmodule
module mux_7bit_2_1
(
    input[6:0] i0,
    input[6:0] i1,
    input sel, 
    output[6:0] y
);
	assign y = sel ? i1 : i0;
endmodule
module mux_7bit_3_1
(
    input[6:0] i0,
    input[6:0] i1,
    input[6:0] i2,
    input[1:0] sel, 
    output[6:0] y
);
	assign y = (sel==2'b00) ? i0 :
        (sel==2'b01) ? i1 : i2;
endmodule
module pc
(
    input clk, rst, en,
    input[6:0] input_data,
    input sel,
    output[6:0] out
);
    wire[6:0] adder_out, mux_out, reg_out;
    adder_7bit adder(reg_out, 7'b0000001, adder_out);
    mux_7bit_2_1 mux2_1(adder_out, input_data, sel, mux_out);
    reg_7bit my_reg(clk, rst, en, mux_out, reg_out);
    assign out = reg_out;
endmodule
module reg_12bit
(
    input clk,
    input rst,
    input ld,
    input[11:0] in,
    output reg[11:0] out
);
    always@ (posedge clk or posedge rst)
        begin
            if(rst)
	     	    out = 0;
            else if(ld)
                out = in;
            else
                out = out;
        end
endmodule
module reg_7bit
(
    input clk,
    input rst,
    input ld,
    input[6:0] in,
    output reg[6:0] out
);
    always@ (posedge clk or posedge rst)
        begin
            if(rst)
	     	    out = 0;
            else if(ld)
                out = in;
            else
                out = out;
        end
endmodule
module table_buffer
(
    input clk,
    input rst,
    input ld,
    input[1:0] row,
    input[1:0] col,
    input[127:0] data_in,
    output[7:0] data_out
);
    reg[7:0] buffer[0:3][0:3];
    integer i, j;
    always@ (posedge clk or posedge rst)
    begin
        if(rst)
        begin
            for(i = 0; i < 4; i = i + 1)
            begin
                for(j = 0; j < 4; j = j + 1)
                begin
                    buffer[i][j] = 8'b0;
                end
            end
        end
        else if(ld)
        begin
            {buffer[0][0], buffer[0][1], buffer[0][2],
                buffer[0][3], buffer[1][0], buffer[1][1],
                buffer[1][2], buffer[1][3], buffer[2][0],
                buffer[2][1], buffer[2][2], buffer[2][3],
                buffer[3][0], buffer[3][1], buffer[3][2],
                buffer[3][3]} = data_in;
        end
    end
    assign data_out = buffer[row][col];
endmodule
```
==> flow_metrics.tcl <==
# flow metrics
set metrics [dict create \
    status "stopped before the end" \
    stop_stage "5_1_grt" \
    tool.error "[ERROR GRT-0116] Global routing finished with congestion. Check the congestion regions in the DRC Viewer." \
    yosys.area.top_type "dfrtp_1" \
    placement.io_buffers 94 \
    syn_inst 7756 \
    yosysChipArea_um2 62500 \
    grt_overflow 1483 \
    cts_buffers 97 \
    postCtsHoldBufs 0 \
    grt_pass1_wl_um 798000 \
    synth-edff-count 0 \
    rows 129 \
    synth-cells-yosys 7756 \
    synth.distinct_cells 95 \
    synthesis.area_um2 62500 \
    yosysWarnings 16 \
    track_usage_pct 91.3 \
    dp_hpwl_um 354000 \
    pre_cts_ws_ns -4.62 \
    ff_type "dfrtp_1" \
    h-tree-depth 3 \
    synth.area.top_cells "dfrtp_1 34%, nand2_1 7.1%, a22oi_1 6.6%, a21oi_1 5.4%, a221oi_1 4.9%" \
    top_area_share_pct 34.3 \
    grt_max_degree 88 \
    syn_area_per_cell_um2 8.06 \
    dieWidth_um 356 \
    clk_path_buf_depth 3 \
    unclocked_pins 2 \
    die_h_um 356 \
    fp_util_pct 50.5 \
    synthArstFlopShare_pct 99.8 \
    clockRootBuffer "clkbuf_16" \
    grt_pass1_vias 96400 \
    ys.flops 858 \
    ios 96 \
    gp_routability_congestion 1.47 \
    untimed_endpoints 2 \
]
[kinds of logic after synthesis]
| logic type | Yosys count | share of synthesized area (%) |
|---|---|---|
| compound gates | 3155 | 34.7 |
| xor+xnor | 47 | 0.682 |
| mux | 307 | 5.30 |
| fa+ha+maj | 110 | 2.63 |
| simple gates | 2190 | 15.4 |
| latches | 2 | 0.0480 |
| flops | 856 | 34.3 |
| other cells | 1 | 0.00600 |
| buf+inv | 1088 | 6.95 |
[layer usage]
metal  GRT overflow  global-route usage (%)
met1            223                    93.7
met2            489                    97.1
met3            313                    87.4
met4            403                    84.1
met5             55                    70.2
[metrics by stage]
stage / cell area (µm²) / total power [µW] / cells / util (%) / setup TNS (ns)
after global placement: 76900 / 21600 / 10000 / 62.1 / -124.69
after detailed placement: 76900 / 21800 / 10000 / 62.1 / -127.19
after CTS: 88400 / 38000 / 10500 / 71.4 / -94.94
after floorplan: 62700 / 18400 / 7756 / - / -8038.60
[cell usage after synthesis, drive strengths merged (120+ instances only)]
| library cell | number |
|---|---|
| o22ai | 197 |
| a22o | 282 |
| o21ai | 608 |
| a22oi | 552 |
| nand4 | 157 |
| clkbuf | 712 |
| a221oi | 350 |
| nand3 | 128 |
| mux2 | 187 |
| a21oi | 681 |
| a222oi | 148 |
| mux2i | 120 |
| dfrtp | 856 |
| nor2 | 417 |
| nand2 | 1180 |
| buf | 292 |
[repair_timing]
item                                    4_1_cts
resized                                    1040
hold endpoints to repair                      0
gates cloned                                 12
setup buffers                               389
pin swaps                                   469
endpoints found under the setup margin      326
No activity file was given, so power comes from the tool's default toggle rates.
